--- design.v ---
module prescaler(input wire clk_in, output wire clk_out);
  wire clk_in;
  wire clk_out;
  parameter N = 22;
  reg [N-1:0] count = 0;
  assign clk_out = count[N-1];
  always @(posedge(clk_in)) begin
    count <= count + 1;
  end
endmodule
--- run.sh ---
#!/bin/bash
# OpenROAD 26Q1-2900-gdf79404cd8, Yosys 0.63+post, stock flow scripts
make -C /OpenROAD-flow-scripts/flow DESIGN_CONFIG=/design/flow/config.mk WORK_HOME=/design/flow/orfs finish
--- config.mk ---
export PLATFORM = sky130hd
export DESIGN_NAME = prescaler
export DESIGN_NICKNAME = prescaler
export VERILOG_FILES = /design/flow/design.v
export SDC_FILE = /design/flow/constraint.sdc
export NUM_CORES = 4
export LEC_CHECK = 1
export CORE_AREA = 10 10 85 85
export DIE_AREA = 0 0 95 95
--- constraint.sdc ---
current_design prescaler

set clk_period 3.0
set clk_io_pct 0.2

create_clock -name clk0 -period $clk_period [get_ports {clk_in}]

set non_clock_inputs [all_inputs -no_clocks]
set_input_delay [expr $clk_period * $clk_io_pct] -clock clk0 $non_clock_inputs
set_output_delay [expr $clk_period * $clk_io_pct] -clock clk0 [all_outputs]
==> metrics.cfg <==
[cts]
clk_latency_ns=0.26
cts_tree=yes
clk_path_buf_depth=2
root_buffer=clkbuf_8
htreeDepth=1
cts_buffers=3
postCtsSetupBuffers=0
post_cts_resized=0
clkTransAtPathRegs_ns=0.07
clock-sinks=22
ctsHoldBuffers=0

[flow_run]
warnings=25
cap_viol_max_count=0

[setup_path]
rr_startpoint=count[0]$_DFF_P_
criticalPathCategory=flip-flop to output port
max_stage_delay_ns=0.46
crit_arrival_ns=1.06
crit_fanout=2
start_kind=flip-flop
crit_start=count[21]$_DFF_P_
critical_path_depth=1
end_kind=output port
r2r_slack_ns=1.50
cp_top_family=buffers and inverters
crit_buf_inv=1
worstPathCellList=clkdlybuf4s50_1
crit_path_top_delay_cell=clkdlybuf4s50_1
reg2regPathDepth=5
critical_path_required_ns=2.40

[cells_and_area]
drive_gt1_share_pct=9.88
regMostFlops=count
largest_register_ffs=22
layout_top_cell=dfxtp_1
layout_top_cells=dfxtp_1 (22), xnor2_1 (10), xor2_1 (10)
area_growth_pct=16.6
reg_top3=count x22

[floorplan]
rows=27
die_h_um=95
io_pins=2
dieArea_um2=9030
fp_util_pct=15.6
core_area_um2=5470
die_x_um=95

[placed_design]
dp_hpwl_um=813
place_congestion=0.756
portBuffers=1

[drt]
drt_wl_total_mm=1.09
post-route-drc-count=0
dr.pass1.iters=4
drt_iter0_drc=18
via_per_inst=3.18
drtAntennaViolNets=0
insertedDiodeCount=0
detail_route.wl_per_cell_um=7.12
route.vias.total=486

[synth]
ys_cells=77
synth_cell_types=18
yosys_area_um2=852
ys_seq_share_pct=51.7
syn-instance-count=77
ys_warn_count=1
synth.avg_cell_area_um2=11.1
ys_seq_elements=22
synth_area_um2=852

[timing]
finalSetupTns_ns=0
final_max_slew_viol_count=0
fin_crit_sh_pct=55.3
setup_violations=0
skew_ns=0.00269
max-slew-margin-rel_pct=76.9
rsz0062_at_grt=false
min_period_ns=1.66
fmax_ghz=0.603
hold_violations=0
worst_slew_pin_slew_ns=0.343

[min_path]
hp-class=flip-flop to flip-flop
hold_depth=1
worstHoldStart=count[0]$_DFF_P_

[grt]
overflow=0
grt_max_degree=12
grt_antenna_before_repair=0
grt_pass1_vias=480
grt_pass1_wl_mm=2.10
track_usage_pct=2.85

[pwr]
vdd_drop_max_mv=0.192
power.density_cell_area_nw_per_um2=469
p_total_uw=466
power_leakage_nw=0.379

[run_status]
status=finished clean

[power by group]
part           switching, mW  internal (mW)
clock                 0.0851         0.0894
combinational              0              0
sequential                 0          0.292
[synthesized netlist by cell type]
cell type	instances	area, µm²
inv_1	1	3.75
nor3_1	1	5.00
nand3_1	7	35.0
nor4_2	1	12.5
or2_1	1	6.26
nand2_1	7	26.3
nor4_4	1	21.3
nand4_4	1	21.3
nand3_4	1	17.5
ha_1	1	12.5
nand4_1	3	18.8
nor2_1	4	15.0
nor4_1	1	6.26
xnor2_1	10	87.6
nor3_2	1	10.0
dfxtp_1	22	440
xor2_1	10	87.6
and3_1	4	25.0
[per-layer routing]
layer | GRT usage, % | vias up | routed length [µm]
met2 | 3.55 | 8 | 364
met5 | 0 | - | 0
li1 | - | 269 | -
met1 | 4.32 | 209 | 646
met4 | 0.125 | 0 | 0
met3 | 1.60 | 0 | 78
[worst paths after layout]
| path | to |
|---|---|
| max | clk_out |
| min | count[0]$_DFF_P_ |
| max reg2reg | count[18]$_DFF_P_ |
| min reg2reg | count[0]$_DFF_P_ |
[cell families (layout without fill, tap and decap cells)]
kind of cell	after synthesis	in the layout	synth area share (%)
and+or+nand+nor	33	33	25.8
xor gates and xnor gates	20	20	20.6
DFF	22	22	51.7
adders and majority gates	1	1	1.47
buffers and inverters	1	5	0.440
[final cells by class]
type	instances	area (µm²)
inverters	1	3.75
repair buffers	1	10.0
flip-flops and latches	22	440
clock buffers	3	41.3
multi-input cells	54	408
well taps	72	90.1
fillers	611	4480
[per-stage QoR]
stage | cells | cell area (µm²) | utilization [%] | hold slack, ns | setup WS [ns]
floorplan | 77 | 852 | - | 0.402 | 1.67
global placement | 150 | 952 | 17.4 | 0.413 | 1.50
detailed placement | 150 | 952 | 17.4 | 0.419 | 1.51
CTS | 153 | 993 | 18.2 | 0.437 | 1.32
global route | 153 | 993 | 18.2 | 0.465 | 1.30
finish | 153 | 993 | 18.2 | 0.438 | 1.34
